File: /design/flow/run.sh
#!/bin/bash
# OpenROAD 26Q1-2900-gdf79404cd8, Yosys 0.63+post, stock flow scripts
make -C /OpenROAD-flow-scripts/flow DESIGN_CONFIG=/design/flow/config.mk WORK_HOME=/design/flow/orfs finish
File: /design/flow/config.mk
export PLATFORM = sky130hd
export DESIGN_NAME = MultiplicadorBooth
export DESIGN_NICKNAME = MultiplicadorBooth
export VERILOG_FILES = /design/flow/design.v
export SDC_FILE = /design/flow/constraint.sdc
export NUM_CORES = 4
export LEC_CHECK = 1
export CORE_AREA = 10 10 70 70
export DIE_AREA = 0 0 80 80
File: /design/flow/constraint.sdc
current_design MultiplicadorBooth

set clk_period 2.1
set clk_io_pct 0.2

create_clock -name clk0 -period $clk_period [get_ports {clk}]

set non_clock_inputs [all_inputs -no_clocks]
set_input_delay [expr $clk_period * $clk_io_pct] -clock clk0 $non_clock_inputs
set_output_delay [expr $clk_period * $clk_io_pct] -clock clk0 [all_outputs]
File: /design/flow/design.v
`timescale 1ns / 1ps
module regDesplazamiento(clk, rst, Shift, load, Data_In, Data_Out);
    input clk, rst, Shift, load;
    input [3:0] Data_In;
    output reg [3:0] Data_Out;
always @(posedge clk or posedge rst)
    if (rst)
        Data_Out = 4'b0000;
    else if(Shift)
        Data_Out = {Data_Out[3], Data_Out[3:1]};
    else if(load)
        Data_Out = Data_In;
    else
        Data_Out = Data_Out;
endmodule
`timescale 1ns / 1ps
module MultiplicadorBooth(clk, rst, LoadA, LoadB, LoadAdd, Shift, A, B, SEL, Q0, Q1, prod, rs, XA, XB
    );
	 input clk, rst, LoadA, LoadB, LoadAdd, Shift, SEL, rs;
	 input [3:0] A, B;
	 output [3:0] XA, XB;
	 output Q0, Q1;
	 output [7:0] prod;
	 wire [3:0] OUT, Y, Data_Out; 
	 assign prod = {Data_Out, Y};
	 assign Q0 = Y[0];
	 assign Z = Data_Out[0];	
	 regDesplazamiento1bit Q11(clk, rst| rs, Shift, Y[0], Q1);
	 SumadorRestadorde4bits Addsub(Data_Out, X, SEL,OUT); 
	 registro M(clk, rst, LoadA, A, X);
	 regDesplazamiento HQ(clk, rst| rs, Shift, LoadAdd, OUT, Data_Out);
	 RegDesLQ LQ(clk, rst, LoadB, B, XB);
endmodule
`timescale 1ns / 1ps
module RegDesLQ(clk, rst, Shift, load, q, Data_In, Data_Out);
    input clk, rst, Shift, load, q;
    input [3:0] Data_In;
    output reg [3:0] Data_Out;
always @(posedge clk or posedge rst)
    if (rst)
        Data_Out = 4'b0000;
    else if(Shift)
        Data_Out = {q, Data_Out[3:1]};
    else if(load)
        Data_Out = Data_In;
    else
        Data_Out = Data_Out;
endmodule
`timescale 1ns / 1ps
module registro(clk, rst, load, Data_in, Data_out);
 input clk, rst, load;
 input [3:0] Data_in;
 output reg [3:0] Data_out;
 always @(posedge clk or posedge rst)
	if (rst)
		Data_out = 0;
	else if (load)
		Data_out = Data_in;
	else 
		Data_out = Data_out;
endmodule
`timescale 1ns / 1ps
module regDesplazamiento1bit(clk, rst, Shift, q, Data_Out);
    input clk, rst, Shift, q;
    output reg Data_Out;
always @(posedge clk, posedge rst)
    if (rst)
        Data_Out = 1'b0;
    else if(Shift)
        Data_Out = q;
    else
        Data_Out = Data_Out;
endmodule
module SumadorRestadorde4bits(A,B,SEL,OUT); 
	input [3:0] A,B;
	input SEL;
	output reg [3:0] OUT;
	always @ ( A or B or SEL)
	begin 
		case (SEL)
			1'b0:OUT = A-B;
			1'b1:OUT = A+B;
		endcase
	end
endmodule
==> results.json <==
{
  "synth_simple_gate_area_share_pct": 13.5,
  "cts_num_sinks": 5,
  "cts-root-buf": "sky130_fd_sc_hd__clkbuf_4",
  "place.detailed.hpwl_um": 831,
  "max-clock-path-buffers": 2,
  "post_cts_hold_buffer_count": 0,
  "critPathMaxStageDelay_ps": 400,
  "finalHoldWorstSlack_ps": 355,
  "crit_cells": 7,
  "routabilityCongestion": 0.696,
  "hold_class": "input pin to async pin",
  "cts_tree": "yes",
  "initial_antenna_violation_count": 0,
  "detail-route-antenna-nets": 0,
  "synth_flop_count": 5,
  "post_cts.repair.setup_buffers": 0,
  "power_density_normalized_to_cell_area_nw_per_um2": 807,
  "synth_area_um2": 444,
  "insertedDiodeCount": 0,
  "design.core.area_um2": 3420,
  "worst_setup_hold_path_clk_slew_ps": 40,
  "warning_count": 33,
  "drt-vias-per-instance": 2.77,
  "finalClockSkew_ps": 2.50,
  "top_area_share_pct": 28.2,
  "floorplan.die.height_um": 80,
  "fmax_ghz": 0.527,
  "detail_route.first_pass.iterations": 4,
  "synth_cell_types": 22,
  "end_kind": "flip-flop",
  "top_logic_kind": "buffers and inverters",
  "maximum_number_of_pins_on_one_net_before_global_route_repair": 8,
  "fp-row-count": 21,
  "critPathArrivalTime_ps": 2020,
  "critical_path_required_ps": 2220,
  "number_of_levels_in_the_clock_h_tree": 1,
  "timing.setup.critical_path_class": "input pin to flip-flop",
  "via_total_after_detailed_routing": 305,
  "insertion_delay_ps": 240,
  "area_growth_pct": 32.7,
  "area_of_the_chip_um2": 6400,
  "design.portCount": 34,
  "total_leakage_power_uw": 0.000285,
  "timing.critical_path.from_type": "input pin",
  "netlist.top_cell.by_area": "sky130_fd_sc_hd__dfrtp_1",
  "wire_length_of_the_first_global_routing_pass_um": 1420,
  "floorplan.initialDensity_pct": 13.0,
  "fin_util_pct": 17.3,
  "cts_resized": 0,
  "groute.usage.overall_pct": 2.77,
  "grt_setup_unrepaired": "false",
  "floorplan.die.width_um": 80,
  "setup_tns_ps": 0,
  "synth.avg_cell_area_um2": 9.06,
  "timing.critical_path.fanout_max": 3,
  "report.final.hold_viol_count": 0,
  "yosys.area_share.xor_xnor_pct": 3.94,
  "cp_cell_sequence": "clkdlybuf4s50_1 > nand2b_4 > fa_1 > nand2b_1 > mux2_4 > xor2_1 > o21ai_2",
  "status": "finished clean",
  "maxSlewViolCount": 0,
  "crit_family": "adder cells",
  "per_cell_routed_wire_length_um": 8.40,
  "first_global_vias": 327,
  "yosys_warnings": 23,
  "netlist_top_cells_area": "sky130_fd_sc_hd__dfrtp_1, sky130_fd_sc_hd__buf_4, sky130_fd_sc_hd__ha_1, sky130_fd_sc_hd__fa_1, sky130_fd_sc_hd__nand2_1",
  "wirelength_um": 924,
  "drive_gt1_share_pct": 12.5,
  "drc": 0,
  "mux_area_share_pct": 8.17,
  "syn-instance-count": 49,
  "critPathSlowestCell": "sky130_fd_sc_hd__fa_1",
  "synth-compound-area-share_pct": 8.17,
  "worst-path-buf-inv": 1,
  "yosysSeqAreaShare_pct": 28.2,
  "ff2ff_path_depth": 7,
  "finalClockPeriodUsage_pct": 90.4,
  "finalSetupViolations": 0,
  "layout_min_cycle_time_ps": 1900,
  "vdd_ir_drop_max_v": 0.000199,
  "ys_area_um2": 444,
  "detail_route.iter0.violations": 7,
  "cts_made_buffers": 3,
  "grt_overflow_total": 0,
  "ys_cells": 49,
  "portBuffers": 11,
  "max-cap-violations": 0,
  "synthesized_area_fraction_occupied_by_adder_cells_pct": 10.1
}
-- per-layer routing --
layer,GRT usage (%),part of all wire (%),vias up
met1,3.30,44,135
met2,4.09,45,11
li1,-,-,157
met3,1.59,9.4,2
met4,0.880,0.97,0
met5,0,0,-
-- cell families after synthesis --
family	count (synthesis)
buffers and inverters	18
and+or+nand+nor	11
AOI/OAI and AO/OA	6
DFF	5
adders and majority gates	3
muxes	3
xor gates and xnor gates	2
other	1
-- Yosys cell counts --
| cell | number |
|---|---|
| sky130_fd_sc_hd__fa_1 | 1 |
| sky130_fd_sc_hd__o21ai_0 | 3 |
| sky130_fd_sc_hd__o21ai_1 | 1 |
| sky130_fd_sc_hd__mux2_2 | 1 |
| sky130_fd_sc_hd__xor2_1 | 1 |
| sky130_fd_sc_hd__nor2_1 | 1 |
| sky130_fd_sc_hd__buf_4 | 14 |
| sky130_fd_sc_hd__nor3_1 | 1 |
| sky130_fd_sc_hd__conb_1 | 1 |
| sky130_fd_sc_hd__ha_1 | 2 |
| sky130_fd_sc_hd__nand2b_1 | 1 |
| sky130_fd_sc_hd__nand2_1 | 5 |
| sky130_fd_sc_hd__mux2i_1 | 1 |
| sky130_fd_sc_hd__nand2b_4 | 1 |
| sky130_fd_sc_hd__o21ai_2 | 1 |
| sky130_fd_sc_hd__nor2b_1 | 1 |
| sky130_fd_sc_hd__mux2_4 | 1 |
| sky130_fd_sc_hd__xnor2_1 | 1 |
| sky130_fd_sc_hd__inv_1 | 4 |
| sky130_fd_sc_hd__dfrtp_1 | 5 |
| sky130_fd_sc_hd__a21o_1 | 1 |
| sky130_fd_sc_hd__and3_1 | 1 |
-- power by group --
group	internal, uW	switching [uW]
sequential	133	40.6
clock	71.5	34.9
combinational	127	69.1
total	331	145
-- worst reg2reg max path: cells and delay by family, from the launching register on --
kind / cells / cell delay (ps)
and+or+nand+nor: 1 / 150
xor gates and xnor gates: 1 / 180
adders and majority gates: 2 / 560
AOI/OAI and AO/OA: 1 / 60
buffers and inverters: 1 / 50
muxes: 1 / 260
DFF: 1 / 400
-- registers in the layout, indices dropped and copies added, names as in the netlist --
signal       count
HQ.Data_Out      4
M.Data_out       1
-- worst paths after layout --
| check | slack [ps] | end | from |
|---|---|---|---|
| max | 200 | HQ.Data_Out[2] | SEL |
| min | 350 | M.Data_out[0] | rst |
| max reg2reg | 320 | HQ.Data_Out[2] | M.Data_out[0] |
| min reg2reg | 520 | HQ.Data_Out[3] | HQ.Data_Out[3] |
| max in group asynchronous | 1390 | HQ.Data_Out[0] | rst |
| min in group clk0 | 520 | HQ.Data_Out[3] | HQ.Data_Out[3] |
-- cells in the final DEF, fill, tap and decap left out, drive strengths merged, types with 2 or more instances in the layout --
cell type | Yosys | layout
nand2b | 2 | 2
mux2 | 2 | 2
o21ai | 5 | 5
clkdlybuf4s50 | 0 | 11
dfrtp | 5 | 5
clkbuf | 0 | 4
conb | 1 | 14
nand2 | 5 | 5
inv | 4 | 4
ha | 2 | 2
-- stage by stage --
step                      setup WS [ps]  instances  area, um2  power [uW]
after global placement            -54.4        106        563         374
after global routing                135        110        589         522
after detailed placement          -44.1        106        563         376
after CTS                           202        110        589         491
final                               202        110        589         476
after floorplan                     420         62        493         278
-- layout make-up --
| cell class | instances | area, um2 |
|---|---|---|
| multi-input combinational | 39 | 248 |
| fill | 391 | 2830 |
| clock buffer | 4 | 26.3 |
| sequential | 5 | 125 |
| inverter | 4 | 15.0 |
| tap | 46 | 57.6 |
| timing repair buffer | 12 | 118 |
Power figures rest on the tool's default switching activity, not on a simulated workload.
