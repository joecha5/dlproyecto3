### flow/config.mk
export PLATFORM = sky130hd
export DESIGN_NAME = RefreshCounte500ms
export DESIGN_NICKNAME = RefreshCounte500ms
export VERILOG_FILES = /design/flow/design.v
export SDC_FILE = /design/flow/constraint.sdc
export NUM_CORES = 4
export LEC_CHECK = 1
export CORE_AREA = 10 10 107 107
export DIE_AREA = 0 0 117 117
### flow/design.v
`timescale 1ns / 1ps
module RefreshCounte500ms(clk, rst, Q, boton);
	input wire clk, rst, boton;
	output reg Q;
	reg [24:0] Cout;
always@(posedge clk or posedge rst)
		if(rst)
		begin 
			Cout = 25'd0;
			Q = 1'b0;
		end
		else if(Cout == 25'd25000000)
		begin 
			Cout = 25'd0;
			Q = 1'b1;
		end
		else if (boton)
		begin 
			Cout = Cout + 25'd1;
			Q = 1'b0;
		end
		else
		begin
			Cout = Cout;
			Q = 1'b0;
		end
endmodule
### flow/run.sh
#!/bin/bash
# OpenROAD 26Q1-2900-gdf79404cd8, Yosys 0.63+post, stock flow scripts
make -C /OpenROAD-flow-scripts/flow DESIGN_CONFIG=/design/flow/config.mk WORK_HOME=/design/flow/orfs finish
### flow/constraint.sdc
current_design RefreshCounte500ms

set clk_period 3.2
set clk_io_pct 0.2

create_clock -name clk0 -period $clk_period [get_ports {clk}]

set non_clock_inputs [all_inputs -no_clocks]
set_input_delay [expr $clk_period * $clk_io_pct] -clock clk0 $non_clock_inputs
set_output_delay [expr $clk_period * $clk_io_pct] -clock clk0 [all_outputs]
==> qor.txt <==
f_max: 430 MHz
Yosys warnings: 1
max_cap viols: 0
fillers: 1038
ys cells: 135
Worst Setup End Kind: register
XOR/XNOR Area Share: 10.4%
post-CTS setup buffer count: 0
Net Sw Power: 220 µW
vias in the first global route: 1035
Final HPWL DP: 1780 µm
VDD IR max: 0.334 mV
hold-critical path endpoint: Cout[17]
Initial DRC Count: 49
Post-synth regs: 26
WHS Path Cells: 1
FA/HA/MAJ Cells, Area Fraction: 1.86%
DR DRC count: 0
final design utilization: 16.8%
Switching Fraction: 30.0%
row cnt: 35
Post-synth seq share: 48.3%
initial antenna violation count: 0
Finish-stage setup viols: 0
post-layout min period: 2320 ps
fp util: 14.6%
Gate power share: 15.2%
mux share: 0.743%
Simple-Gate Area Share: 27.0%
Synth Instances: 135
Post-Syn Area: 0.00135 mm²
worst reg2reg path depth: 7
CP Class: in -> reg
die area: 0.0137 mm²
CP arrival: 2530 ps
setup TNS: 0 ps
Hold Fails Final Rpt: 0
CTS Buffer Depth: 2
GP Congestion: 0.786
first-pass GRT wire length: 4950 µm
crit-path cells: clkdlybuf4s50_1, nand4_2, or4_1, or3_1, a21oi_2
total power: 733 µW
dominant kind of combinational cell: simple AND/OR/NAND/NOR gates
R2R setup slack: 1160 ps
largest fanout on the critical path: 7
# hold bufs at CTS: 0
crit path DRT: 3400 ps
Critical R2R Capture: Cout[12]
tool warning count: 26
H-tree levels: 1
total grt overflow: 0
WL/cell: 10.1 µm
FF-to-FF Start: Cout[0]
area grow syn2layout: 15.1%
core box area: 0.00920 mm²
drt pass-1 iters: 4
Internal: 513 µW
aoi share: 7.71%
CTS resizes: 0
post-DR vias/cell: 3.96
most frequent cells in the layout: dfrtp_1, nor2_1, xnor2_1, nand2_1
sequential power share: 60.1%
layout cells sized above 1: 7.19%
Num CTS Buffers: 3
PD cells: 473 mW/mm²
Syn Area/Cell: 9.97 µm²
clock skew: 3.86 ps
DIE HEIGHT: 117 µm
Netlist cell types: 33
Slew headroom: 61.2%
Clock Power Share: 24.7%
Tcrit/Tclk final: 72.6%
CP startpoint: boton
Ports: 4
Worst-Margin Slew: 578 ps
TritonCTS Sinks: 26
slowest CP cell: clkdlybuf4s50_1
clk root buf: clkbuf_8
cell leakage power: 0.000625 µW
Via Count: 990
All-Layer GR Usage: 4.32%
Commonest Layout Cell: dfrtp_1
status: finished clean
ant diodes: 0
port bufs: 3
Final Max Slew Viols: 0
Routed WL: 2510 µm
hold_sp: Cout[17]
CTS clk-pin slew, worst paths: 90 ps
yosys synthesis chip area: 0.00135 mm²
RSZ-0062 raised after global routing: no
CTS tree: yes
crit-path max cell delay: 610 ps
die width: 117 µm
ANT nets after route: 0
Hold Path Class: reg -> reg
largest net degree at the start of global routing: 27
CP startpoint kind: primary input
Late-Pin Clk Latency: 270 ps
[kinds of logic (layout without fill, tap and decap cells)]
| family | count (synthesis) | in the layout |
|---|---|---|
| flops | 26 | 26 |
| mux | 1 | 1 |
| xor+xnor | 16 | 16 |
| simple gates | 62 | 62 |
| compound gates | 16 | 16 |
| buf+inv | 12 | 16 |
| fa+ha+maj | 2 | 2 |
[sequential cells by signal, indices dropped and copies added (netlist names)]
name / count
Cout: 25
Q: 1
[worst max-delay path, delay by kind of cell]
family	cells	cell delay (ps)
buffers and inverters	1	610
and+or+nand+nor	3	1140
AOI/OAI and AO/OA	1	130
[cell usage after synthesis]
cell      number  area [µm²]
nor2_1        12        45.0
o31ai_1        4        30.0
and4_2         1        10.0
nand2_1        9        33.8
o221ai_1       1        8.76
nand4_2        2        25.0
dfrtp_1       26         651
buf_4          1        7.51
or4_1          6        45.0
nand3_1        8        40.0
buf_2          2        10.0
o21ai_0        3        15.0
nor4b_1        1        8.76
a21oi_2        1        8.76
mux2i_1        1        10.0
nand4_1        6        37.5
and3_1         2        12.5
a2bb2o_1       1        10.0
inv_1          8        30.0
or3_2          1        7.51
and4_1         4        35.0
or3_1          1        6.26
nor3_1         3        15.0
xor2_1         5        43.8
clkbuf_2       1        5.00
nor3b_1        1        7.51
a21oi_1        5        25.0
a31oi_1        1        6.26
ha_1           2        25.0
nor4bb_1       1        10.0
and2_1         1        6.26
xnor2_1       11        96.3
nor4_1         3        18.8
[worst max path at each step]
stage | cells past startpoint | slack (ps) | to
CTS | 5 | 880 | Cout[13]
global route | 5 | 760 | Cout[24]
finish | 5 | 880 | Cout[13]
[per-layer routing]
| layer | share of wire, % | up-vias | global-route usage (%) |
|---|---|---|---|
| met1 | 51 | 469 | 6.32 |
| met4 | 1.1 | 0 | 0.412 |
| met5 | 0 | - | 0 |
| met3 | 3.5 | 2 | 0.929 |
| li1 | - | 503 | - |
| met2 | 44 | 16 | 6.64 |
[power groups by stage]
stage | clock (µW) | sequential, µW | combinational (µW)
6_report | 181 | 440 | 111
5_1_grt | 203 | 451 | 137
4_1_cts | 189 | 440 | 113
[stage by stage]
stage | area [µm²] | setup WS [ps] | instances | hold slack [ps]
floorplan | 1350 | 1150 | 135 | 458
global placement | 1510 | 617 | 247 | 479
detailed placement | 1510 | 583 | 247 | 482
CTS | 1550 | 881 | 250 | 497
global route | 1550 | 760 | 250 | 522
finish | 1550 | 875 | 250 | 488
[cell type report]
| type | instances | area, µm² | area share, % |
|---|---|---|---|
| inverters | 8 | 30.0 | 1.94 |
| well taps | 111 | 139 | 8.97 |
| multi-input cells | 97 | 643 | 41.5 |
| repair buffers | 5 | 45.0 | 2.91 |
| clock buffers | 3 | 41.3 | 2.67 |
| flip-flops and latches | 26 | 651 | 42.0 |
No activity file was given, so power comes from the tool's default toggle rates.
