==> design.v <==
`timescale 1ns / 1ps
module Displays(clk, rst, Q1, Q2, Q3);
	input clk, rst;
	output Q1, Q2, Q3;
	 wire [18:0] Cout;
 Cont Refresh(clk, rst, Cout);
 assign an1=(Cout==0),
			an12=(Cout==80000),
			an2=(Cout==160000),
			an21=(Cout==240000),
			an3=(Cout==320000),
			an31=(Cout==400000);
 FFT FFTX(clk, rst, {an1 | an12}, Q1);
 FFT FFTY(clk, rst, {an2 | an21}, Q2);
 FFT FFTN(clk, rst, {an3 | an31}, Q3);
endmodule
`timescale 1ns / 1ps
module FFT(clk, rst, T, Q);
	input clk, rst, T; 
	output reg Q;  
  always @ (posedge clk or posedge rst) 
    if (rst)  
      Q = 1;  
    else if (T)  
      Q = ~Q;  
    else  
      Q = Q;  
endmodule
`timescale 1ns / 1ps
module Cont(clk, rst, Cout);
	input wire clk, rst;
	output reg[18:0] Cout;
always@(posedge clk or posedge rst)
		if(rst)
			Cout = 19'd0;
		else if(Cout == 19'd480000)
			Cout = 19'd0;
		else 
			Cout = Cout + 19'd1;
endmodule
==> run.sh <==
#!/bin/bash
# OpenROAD 26Q1-2900-gdf79404cd8, Yosys 0.63+post, stock flow scripts
make -C /OpenROAD-flow-scripts/flow DESIGN_CONFIG=/design/flow/config.mk WORK_HOME=/design/flow/orfs finish
==> config.mk <==
export PLATFORM = sky130hd
export DESIGN_NAME = Displays
export DESIGN_NICKNAME = Displays
export VERILOG_FILES = /design/flow/design.v
export SDC_FILE = /design/flow/constraint.sdc
export NUM_CORES = 4
export LEC_CHECK = 1
export CORE_AREA = 10 10 94 94
export DIE_AREA = 0 0 104 104
==> constraint.sdc <==
current_design Displays

set clk_period 3.2
set clk_io_pct 0.2

create_clock -name clk0 -period $clk_period [get_ports {clk}]

set non_clock_inputs [all_inputs -no_clocks]
set_input_delay [expr $clk_period * $clk_io_pct] -clock clk0 $non_clock_inputs
set_output_delay [expr $clk_period * $clk_io_pct] -clock clk0 [all_outputs]
==> impl_table.tex <==
% Table of physical implementation metrics
\begin{tabular}{lr}
\hline
Metric & Value \\
\hline
\multicolumn{2}{l}{\textbf{Worst hold path}} \\
Startpoint of the worst hold path & Refresh.Cout[0]\$\_DFF\_PP0\_ \\
Hold-critical path depth & 1 \\
Hold-critical path endpoint & Refresh.Cout[0]\$\_DFF\_PP0\_ \\
HP Class & reg -> reg \\
\multicolumn{2}{l}{\textbf{GRT}} \\
Number of antenna violations at the first check in global routing & 0 \\
Largest net degree at the start of global routing & 23 \\
Overflow after GRT & 0 \\
Number of global-route vias before repair & 844 \\
Wire length of the first global-routing pass & 4243 um \\
Overall track demand over capacity in global routing & 4.388\% \\
\multicolumn{2}{l}{\textbf{Floorplan}} \\
Full die area & 10820 um2 \\
Initial Util & 18.81\% \\
Horizontal die size & 104 um \\
Number of top-level pins & 5 \\
Area of the core & 6832 um2 \\
Row Count & 30 \\
Die height & 104 um \\
\multicolumn{2}{l}{\textbf{Yosys}} \\
Chip area line of the yosys report & 1285 um2 \\
Synth Instances & 129 \\
Post-synth tally of flip-flops with integrated enable & 0 \\
Seq/Total Area, Yosys & 43.14\% \\
Most instantiated flip-flop cell in the synthesis netlist & dfrtp\_1 \\
Average instance area after synthesis & 9.961 um2 \\
Distinct cell type count of the synthesized netlist & 33 \\
Cells in synth\_stat.txt & 129 \\
Mapped Area & 1285 um2 \\
Synthesis Warnings & 8 \\
FFs w/ async S/R, synth & 100.0\% \\
Number of synthesized register bits & 22 \\
\multicolumn{2}{l}{\textbf{Worst setup path}} \\
Instance count on the critical path & 1 \\
Delay of the slowest critical-path stage & 540 ps \\
Setup slack of the worst register-to-register path & 1450 ps \\
Number of cells on the worst reg-to-reg path & 4 \\
Crit path DAT & 1250 ps \\
Worst reg2reg endpoint & Refresh.Cout[8]\$\_DFF\_PP0\_ \\
Startpoint of the lowest-slack register-to-register path & Refresh.Cout[6]\$\_DFF\_PP0\_ \\
Crit path max-delay cell type & dfstp\_2 \\
Category of the worst setup path capture point & primary output \\
Cells along the critical path & clkdlybuf4s50\_1 \\
Crit Path Category & reg -> out \\
Buffering stage count on the worst path with inverters included & 1 \\
Max FO, Critical Path & 2 \\
Kind of launch point of the worst setup path & flip-flop \\
Largest delay share family, worst path & flip-flops \\
Required time at the worst-slack endpoint & 2560 ps \\
\multicolumn{2}{l}{\textbf{Clock tree}} \\
Source-to-sink clock delay at the later pin of the worst-skew pair & 260 ps \\
Maximum clock insertion buffer count & 2 \\
Hold bufs inserted after CTS & 0 \\
Cts bufs inserted & 3 \\
Clock sinks & 22 \\
CTS H-Tree Depth & 1 \\
Cells resized by post-CTS repair & 0 \\
CTS tree & built \\
Clock slew at reported path FFs & 80 ps \\
Number of buffers inserted by post-CTS setup repair & 0 \\
Root buf cell & clkbuf\_8 \\
\multicolumn{2}{l}{\textbf{Pwr}} \\
Tot Pwr & 0.5388 mW \\
VDD IR max & 0.0002012 V \\
Static Leak & 0.5625 nW \\
Pwr dens & 367.4 nW/um2 \\
\multicolumn{2}{l}{\textbf{Final timing}} \\
Worst clock skew & 2.115 ps \\
RSZ-0062 raised after global routing & false \\
Finish-stage setup viols & 0 \\
Sum of negative setup slack & 0 ps \\
Rel. slew slack & 66.20\% \\
Min Tclk post-route & 1895 ps \\
Final worst-path cycle share & 59.20\% \\
Max-slew violations & 0 \\
Final-report hold violation count & 0 \\
Transition time of the tightest slew-check pin & 504.2 ps \\
Achievable Freq & 0.5278 GHz \\
\multicolumn{2}{l}{\textbf{Layout}} \\
Area added between synthesis and finish & 14.12\% \\
Fraction of final layout cells with drive strength greater than 1 & 11.45\% \\
Utilization of the core after routing & 21.47\% \\
\multicolumn{2}{l}{\textbf{Job}} \\
OpenROAD warnings & 26 \\
Maximum Capacitance Violations & 0 \\
\multicolumn{2}{l}{\textbf{Placed design}} \\
HPWL reported at the end of detailed placement & 1748 um \\
Port Buffers & 4 \\
Routability Congestion & 0.8955 \\
\multicolumn{2}{l}{\textbf{Drt}} \\
Wire length reported by the detailed router & 2401 um \\
Number of nets with antenna violations after detailed routing & 0 \\
Antenna Cells & 0 \\
Wirelength per Cell & 10.58 um \\
Via count & 927 \\
First-pass iteration count of the detailed router & 4 \\
Detailed Route Iter0 Violations & 34 \\
Vias per inst & 4.084 \\
DRC viols & 0 \\
\multicolumn{2}{l}{\textbf{Outcome}} \\
Outcome & completed \\
\hline
\end{tabular}
## worst max path at each step
stage                                   endpoint                       from
final                                         Q3         FFTN.Q$_DFFE_PP1P_
after global routing  Refresh.Cout[12]$_DFF_PP0_  Refresh.Cout[0]$_DFF_PP0_
after CTS                                     Q2         FFTY.Q$_DFFE_PP1P_
## state kept, by name (all words and copies together) (netlist names)
register and count:
FFTX.Q 1, FFTY.Q 1, Refresh.Cout 19, FFTN.Q 1
## cell families (layout without fill, tap and decap cells)
group | Yosys count | in the layout | synth area share [%]
compound gates | 6 | 6 | 3.214
xor+xnor | 18 | 18 | 12.27
mux | 1 | 1 | 0.7790
flops | 22 | 22 | 43.14
buf+inv | 11 | 13 | 5.647
fa+ha+maj | 2 | 2 | 1.947
simple gates | 69 | 69 | 33.01
## metrics by stage
stage | setup WS, ps | hold slack, ps | std cells | instance area, um2
2_1_floorplan | 1655 | 467.1 | 129 | 1285
3_3_place_gp | 1474 | 484.6 | 223 | 1395
3_5_place_dp | 1445 | 495.8 | 223 | 1395
4_1_cts | 1283 | 511.1 | 227 | 1466
5_1_grt | 1236 | 531.3 | 227 | 1466
6_report | 1305 | 512.5 | 227 | 1466
## cells in the final DEF, fill, tap and decap left out, drive strengths merged
| cell | count |
|---|---|
| xnor2 | 11 |
| and3 | 3 |
| and4 | 2 |
| nor3 | 6 |
| or3 | 2 |
| ha | 2 |
| nand3 | 13 |
| nor4b | 1 |
| nand2 | 6 |
| bufinv | 1 |
| buf | 1 |
| clkdlybuf4s50 | 4 |
| and3b | 2 |
| o32ai | 2 |
| and2 | 2 |
| a21oi | 2 |
| inv | 4 |
| nor2b | 2 |
| nor4 | 2 |
| clkbuf | 3 |
| o22ai | 1 |
| dfrtp | 19 |
| xor2 | 7 |
| dfstp | 3 |
| o21bai | 1 |
| mux2i | 1 |
| nor3b | 2 |
| nand4 | 12 |
| nor2 | 14 |
## cells in the mapped netlist (2+ instances only)
| cell type | count | area [um2] |
|---|---|---|
| dfrtp_1 | 19 | 475.5 |
| nor2_1 | 14 | 52.55 |
| nand3_1 | 13 | 65.06 |
| nand4_1 | 11 | 68.82 |
| xnor2_1 | 11 | 96.34 |
| xor2_1 | 7 | 61.31 |
| nand2_1 | 6 | 22.52 |
| buf_6 | 4 | 45.04 |
| inv_1 | 4 | 15.01 |
| nor3_1 | 4 | 20.02 |
| dfstp_2 | 3 | 78.83 |
| a21oi_1 | 2 | 10.01 |
| and2_1 | 2 | 12.51 |
| and3_1 | 2 | 12.51 |
| and3b_1 | 2 | 17.52 |
| clkbuf_1 | 2 | 7.510 |
| ha_1 | 2 | 25.02 |
| nor2b_1 | 2 | 12.51 |
| nor3_2 | 2 | 20.02 |
| nor3b_1 | 2 | 15.01 |
| nor4_1 | 2 | 12.51 |
| o32ai_1 | 2 | 17.52 |
## area by class of cell
type | instances | area (um2)
fillers | 751 | 5365
multi-input cells | 96 | 658.1
flip-flops and latches | 22 | 554.3
well taps | 96 | 120.1
repair buffers | 5 | 47.55
clock buffers | 3 | 41.29
clock inverters | 1 | 30.03
inverters | 4 | 15.01
## where the power goes
part | leakage, nW | internal (mW) | switching, mW | total [mW]
registers | 0.287 | 0.278 | 0 | 0.278
logic | 0.240 | 0.00196 | 0.00516 | 0.00712
clock network | 0.0357 | 0.167 | 0.0869 | 0.254
total | 0.562 | 0.447 | 0.0920 | 0.539
## metal layers
layer / global-route usage (%) / part of all wire [%] / vias up
met3: 0.6892 / 5.3 / 4
li1: - / - / 457
met1: 6.726 / 50 / 439
met5: 0 / 0 / -
met2: 6.306 / 43 / 27
met4: 0.8946 / 1.3 / 0
Power and IR drop assume default switching activity.
